<file path="flow/config.mk">
export PLATFORM = sky130hd
export DESIGN_NAME = Seg7Decode
export DESIGN_NICKNAME = Seg7Decode
export VERILOG_FILES = /design/flow/design.v
export SDC_FILE = /design/flow/constraint.sdc
export NUM_CORES = 4
export LEC_CHECK = 1
export CORE_UTILIZATION = 30
</file>
<file path="flow/constraint.sdc">
current_design Seg7Decode

set clk_period 1.6
set clk_io_pct 0.2

create_clock -name clk0 -period $clk_period

set non_clock_inputs [all_inputs -no_clocks]
set_input_delay [expr $clk_period * $clk_io_pct] -clock clk0 $non_clock_inputs
set_output_delay [expr $clk_period * $clk_io_pct] -clock clk0 [all_outputs]
</file>
<file path="flow/design.v">
`timescale 1ns / 1ps
module GraphicDecoder(
input [31:0] Disp_num,	
output [63:0] segment
    );
assign segment =
   {Disp_num[30],  Disp_num[15],  Disp_num[11],  Disp_num[23],  Disp_num[31],Disp_num[22],   Disp_num[10],  Disp_num[3], 
        Disp_num[28],  Disp_num[14],  Disp_num[9],  Disp_num[21],  Disp_num[29],Disp_num[20],   Disp_num[8],  Disp_num[2], 
        Disp_num[26],  Disp_num[13],  Disp_num[7],  Disp_num[19],  Disp_num[27],Disp_num[18],   Disp_num[6],  Disp_num[1], 
        Disp_num[24],  Disp_num[12], Disp_num[5],  Disp_num[17],  Disp_num[25],Disp_num[16],  Disp_num[4],  Disp_num[0],
	Disp_num[30],  Disp_num[15],  Disp_num[11],  Disp_num[23],  Disp_num[31],Disp_num[22],   Disp_num[10],  Disp_num[3], 
        Disp_num[28],  Disp_num[14],  Disp_num[9],  Disp_num[21],  Disp_num[29],Disp_num[20],   Disp_num[8],  Disp_num[2], 
        Disp_num[26],  Disp_num[13],  Disp_num[7],  Disp_num[19],  Disp_num[27],Disp_num[18],   Disp_num[6],  Disp_num[1], 
        Disp_num[24],  Disp_num[12], Disp_num[5],  Disp_num[17],  Disp_num[25],Disp_num[16],  Disp_num[4],  Disp_num[0]};
endmodule
`timescale 1ns / 1ps
module Seg7Decode(
	input [31:0] hex, input [7:0] point, input [7:0] LE,input SW0,
	output [63:0] pattern
);
	wire [63:0] digits;
	wire [63:0]segPattern;
	wire [63:0]graphPattern;
	SegmentDecoder
		U0(.hex(hex[ 3: 0]), .segment(digits[ 6: 0])),
		U1(.hex(hex[ 7: 4]), .segment(digits[14: 8])),
		U2(.hex(hex[11: 8]), .segment(digits[22:16])),
		U3(.hex(hex[15:12]), .segment(digits[30:24])),
		U4(.hex(hex[19:16]), .segment(digits[38:32])),
		U5(.hex(hex[23:20]), .segment(digits[46:40])),
		U6(.hex(hex[27:24]), .segment(digits[54:48])),
		U7(.hex(hex[31:28]), .segment(digits[62:56]));
	assign {digits[63], digits[55], digits[47], digits[39], digits[31], digits[23], digits[15], digits[7]} = ~point;
	assign segPattern[ 7: 0] = digits[ 7: 0] | {8{LE[0]}};
	assign segPattern[15: 8] = digits[15: 8] | {8{LE[1]}};
	assign segPattern[23:16] = digits[23:16] | {8{LE[2]}};
	assign segPattern[31:24] = digits[31:24] | {8{LE[3]}};
	assign segPattern[39:32] = digits[39:32] | {8{LE[4]}};
	assign segPattern[47:40] = digits[47:40] | {8{LE[5]}};
	assign segPattern[55:48] = digits[55:48] | {8{LE[6]}};
	assign segPattern[63:56] = digits[63:56] | {8{LE[7]}};
	GraphicDecoder U9(.Disp_num(hex), .segment(graphPattern));
	assign pattern=SW0?graphPattern:segPattern;
endmodule
`timescale 1ns / 1ps
module SegmentDecoder(
	input [3:0] hex, output reg [6:0] segment
);
	always @*
	begin
		case(hex)
			4'h0: segment[6:0] <= 7'b1000000;
			4'h1: segment[6:0] <= 7'b1111001;
			4'h2: segment[6:0] <= 7'b0100100;
			4'h3: segment[6:0] <= 7'b0110000;
			4'h4: segment[6:0] <= 7'b0011001;
			4'h5: segment[6:0] <= 7'b0010010;
			4'h6: segment[6:0] <= 7'b0000010;
			4'h7: segment[6:0] <= 7'b1111000;
			4'h8: segment[6:0] <= 7'b0000000;
			4'h9: segment[6:0] <= 7'b0010000;
			4'hA: segment[6:0] <= 7'b0001000;
			4'hB: segment[6:0] <= 7'b0000011;
			4'hC: segment[6:0] <= 7'b1000110;
			4'hD: segment[6:0] <= 7'b0100001;
			4'hE: segment[6:0] <= 7'b0000110;
			4'hF: segment[6:0] <= 7'b0001110;
		endcase
	end
endmodule
</file>
<file path="flow/run.sh">
#!/bin/bash
# OpenROAD 26Q1-2900-gdf79404cd8, Yosys 0.63+post, stock flow scripts
make -C /OpenROAD-flow-scripts/flow DESIGN_CONFIG=/design/flow/config.mk WORK_HOME=/design/flow/orfs finish
</file>
==> run_results.csv <==
group,metric,value,unit
synthesis,yosys-top-cells-area,"ha_1 (27%), nor2_1 (7.3%), a31oi_1 (6.2%)",
clock_network,cts_hold_repair.buffers,0,
detailed_routing,drt_pre_antenna_iters,4,
synthesis,synth.top_cell.area_share,26.58,%
global_routing,groute.usage.overall,26.54,%
floorplan,initCoreUtil,31.61,%
worst_setup_path,cp.arrival,1.50,ns
synthesis,yosys.stat.seqShare,0,%
detailed_routing,avgViaCountPerCell,5.337,
finish,fillerInstances,443,
final_timing,grt_setup_unrepaired,"yes",
worst_hold_path,worst_hold_startpoint,"hex[2]",
floorplan,fp.dieArea,9166,um2
global_routing,grt_max_degree,12,
job,max_cap_violations,0,
global_routing,initial_antenna_violation_count,0,
finish,numSequentialCells,0,
detailed_routing,drtAntennaViolNets,0,
detailed_routing,routed_wl,13.53,mm
synthesis,synth-warning-count,1,
finish,num-clock-buffers,0,
final_timing,final.setup.worst_slack,-0.2164,ns
final_timing,setup_total_negative_slack,-3.759,ns
final_timing,final.period_utilization,113.5,%
power,ir_worst_vdd,157.4,uV
power,seqPwrFrac,0,%
global_routing,overflow,0,
finish,flow.area_growth_from_synthesis,152.0,%
synthesis,top_area_cell,"ha_1",
power,power_switching_share,44.55,%
synthesis,top_cells_by_count,"ha_1 (56), nor2_1 (51), a21oi_1 (31), inv_1 (29), a31oi_1 (26)",
final_timing,slew_violations,0,
synthesis,synth_cell_types,46,
power,p_leak,2.894,nW
detailed_routing,antenna_cells_inserted,0,
synthesis,xor_share,0,%
floorplan,rows,33,
worst_setup_path,crit_path_max_fo,4,
placement,place.gp.congestion,0.9261,
floorplan,top_level_port_count,113,
synthesis,synth.most_common_cell,"ha_1",
floorplan,fp.coreArea,8341,um2
job,stage_log_warnings,82,
detailed_routing,drt-initial-drc-count,179,
synthesis,cell_area_after_synthesis,2636,um2
power,share_clk_of_total_power,0,%
synthesis,yosys_area,2636,um2
power,cellInternalPower,964.5,uW
worst_setup_path,startpoint_type,"input pin",
final_timing,worstMarginPinSlew,0.3341,ns
global_routing,grt_pass1_wl,19.29,mm
final_timing,fin_crit,1.816,ns
placement,dp_hpwl,7.919,mm
synthesis,synthesis.area_per_instance,6.812,um2
power,netSwitchingPower,775.0,uW
power,pwr_density_cell,261.8,nW/um2
worst_setup_path,crit_type,"input pin to output pin",
power,power.share.combinational,100.0,%
synthesis,synth_adder_area_share,26.58,%
synthesis,ys_sh_simple,26.25,%
floorplan,chipWidth,95.74,um
global_routing,number_of_global_route_vias_before_repair,3950,
floorplan,die_y,95.74,um
finish,layout-drive-gt1-share,70.22,%
detailed_routing,drt-wirelength-per-cell,17.13,um
worst_hold_path,timing.hold.worst.class,"input pin to output pin",
final_timing,timing.slew.headroom,77.73,%
final_timing,whs,1.056,ns
worst_hold_path,min_path_cells,4,
worst_setup_path,crit_path_end_kind,"output pin",
synthesis,synthAoiAreaFrac,31.66,%
synthesis,ys_sh_mux,6.692,%
detailed_routing,number_of_drc_violations_after_detailed_routing,0,
final_timing,setup_viol_count_final,44,
status,violated_checks,"negative setup slack",
synthesis,synth.comb.largest_family,"AND-OR/OR-AND gates",
finish,utilization,79.66,%
detailed_routing,routed-via-count,4216,
synthesis,yosys-stat-cells,387,
placement,number_of_buffer_cells_added_on_primary_ports,113,
final_timing,final-hold-violation-count,0,
worst_setup_path,crit_required,1.28,ns
status,run_status,"finished with violations",
finish,layout.area.comb,3518,um2
worst_hold_path,timing.hold.worst_endpoint,"pattern[0]",
final_timing,fmax,550.5,MHz
finish,register_area,0,um2
synthesis,syn_inst,387,
==> logic make-up after synthesis <==
group | after synthesis
simple gates | 141
compound gates | 122
mux | 16
buf+inv | 52
fa+ha+maj | 56
==> cell usage in the layout (no fill, tap or decap), types with 6 or more instances in the layout <==
cell | netlist | final
ha_4 | 0 | 30
ha_2 | 0 | 8
buf_4 | 2 | 112
clkdlybuf4s50_1 | 0 | 8
buf_8 | 0 | 15
a31oi_1 | 26 | 22
o21ai_2 | 0 | 7
clkdlybuf4s15_1 | 0 | 6
a21oi_2 | 0 | 20
nand3_1 | 16 | 14
nand2_1 | 22 | 21
nor2_4 | 1 | 22
buf_6 | 2 | 91
a2111oi_4 | 0 | 6
and2_4 | 0 | 10
ha_1 | 56 | 18
nor2_1 | 51 | 17
inv_4 | 0 | 9
inv_2 | 2 | 8
buf_2 | 12 | 58
inv_1 | 29 | 10
mux2i_1 | 12 | 12
o21ai_1 | 1 | 9
a21oi_1 | 31 | 11
a221oi_2 | 0 | 9
nor2_2 | 0 | 13
dlygate4sd2_1 | 0 | 8
nand2b_1 | 11 | 9
clkbuf_2 | 0 | 9
==> layout make-up <==
type | instances | area share (%)
inverter | 31 | 2.505
multi-input combinational | 335 | 52.96
tap | 105 | 1.977
timing repair buffer | 319 | 42.56
==> critical path, cell delays in order <==
cell and delay (ns):
buf_8 0.08, inv_6 0.03, buf_6 0.11, ha_4 0.22
mux4_2 0.48, a22oi_2 0.14, buf_2 0.11
==> repair_timing <==
item                       in CTS  in global routing
cloned                          3                  0
setup buffers                  68                 21
gates resized                 622                121
pin swaps                     108                 52
setup endpoints to repair      64                 59
==> through the flow <==
| stage | cells | cell area [um2] | power (mW) | setup slack, ns |
|---|---|---|---|---|
| 3_5_place_dp | 704 | 4721 | 1.194 | -1.012 |
| 4_1_cts | 773 | 6165 | 1.525 | -0.2060 |
| 5_1_grt | 790 | 6644 | 1.854 | -0.2479 |
| 2_1_floorplan | 387 | 2636 | 0.4250 | 0.05504 |
| 6_report | 790 | 6644 | 1.739 | -0.2164 |
| 3_3_place_gp | 704 | 4721 | 1.195 | -1.004 |
==> worst max path at each step <==
stage | start | endpoint | slack, ns | depth (start not counted)
6_report | hex[13] | pattern[27] | -0.22 | 7
5_1_grt | hex[13] | pattern[27] | -0.25 | 7
4_1_cts | hex[13] | pattern[27] | -0.21 | 7
==> power groups by stage <==
stage | logic, mW | registers (mW) | clock network (mW)
final | 1.74 | 0 | 0
after global routing | 1.85 | 0 | 0
after CTS | 1.53 | 0 | 0
==> metal layers <==
layer	vias to the layer above	wire [um]	GRT usage (%)
li1	2011	-	-
met1	2020	6379	39.71
met2	165	6185	43.45
met3	20	751	1.124
met4	0	216	3.358
met5	-	0	0
No activity file was given, so power comes from the tool's default toggle rates.
